**design/flow/config.mk**
```make
export PLATFORM = sky130hd
export DESIGN_NAME = absolute_value_out
export DESIGN_NICKNAME = absolute_value_out
export VERILOG_FILES = /design/flow/design.v
export SDC_FILE = /design/flow/constraint.sdc
export NUM_CORES = 4
export LEC_CHECK = 1
export CORE_AREA = 10 10 70 70
export DIE_AREA = 0 0 80 80
```
**design/flow/constraint.sdc**
```tcl
current_design absolute_value_out

set clk_period 5.1
set clk_io_pct 0.2

create_clock -name clk0 -period $clk_period

set non_clock_inputs [all_inputs -no_clocks]
set_input_delay [expr $clk_period * $clk_io_pct] -clock clk0 $non_clock_inputs
set_output_delay [expr $clk_period * $clk_io_pct] -clock clk0 [all_outputs]
```
**design/flow/design.v**
```verilog
module absolute_value_out (
    input [15:0] B,        
	 input logic X,
    output logic Cout,      
    output [15:0] S        
);
logic C[15:0];    
    full_adder FA0  (.A(0),  .B(B[0]^X),  .Cin(X), .Cout(C[0]),  .S(S[0]));
    full_adder FA1  (.A(0),  .B(B[1]^X),  .Cin(C[0]),  .Cout(C[1]),  .S(S[1]));
    full_adder FA2  (.A(0),  .B(B[2]^X),  .Cin(C[1]),  .Cout(C[2]),  .S(S[2]));
    full_adder FA3  (.A(0),  .B(B[3]^X),  .Cin(C[2]),  .Cout(C[3]),  .S(S[3]));
    full_adder FA4  (.A(0),  .B(B[4]^X),  .Cin(C[3]),  .Cout(C[4]),  .S(S[4]));
    full_adder FA5  (.A(0),  .B(B[5]^X),  .Cin(C[4]),  .Cout(C[5]),  .S(S[5]));
    full_adder FA6  (.A(0),  .B(B[6]^X),  .Cin(C[5]),  .Cout(C[6]),  .S(S[6]));
    full_adder FA7  (.A(0),  .B(B[7]^X),  .Cin(C[6]),  .Cout(C[7]),  .S(S[7]));
    full_adder FA8  (.A(0),  .B(B[8]^X),  .Cin(C[7]),  .Cout(C[8]),  .S(S[8]));
    full_adder FA9  (.A(0),  .B(B[9]^X),  .Cin(C[8]),  .Cout(C[9]),  .S(S[9]));
    full_adder FA10 (.A(0),  .B(B[10]^X), .Cin(C[9]),  .Cout(C[10]), .S(S[10]));
    full_adder FA11 (.A(0),  .B(B[11]^X), .Cin(C[10]), .Cout(C[11]), .S(S[11]));
    full_adder FA12 (.A(0),  .B(B[12]^X), .Cin(C[11]), .Cout(C[12]), .S(S[12]));
    full_adder FA13 (.A(0),  .B(B[13]^X), .Cin(C[12]), .Cout(C[13]), .S(S[13]));
    full_adder FA14 (.A(0),  .B(B[14]^X), .Cin(C[13]), .Cout(C[14]), .S(S[14]));
    full_adder FA15 (.A(0),  .B(B[15]^X), .Cin(C[14]), .Cout(Cout),  .S(S[15]));
endmodule
module full_adder(
input logic A,B,Cin,
output logic S, Cout
);
assign S = A ^ B ^ Cin;
assign Cout = (A&B) | (A&Cin) | (B & Cin);
endmodule 
```
**design/flow/run.sh**
```bash
#!/bin/bash
# OpenROAD 26Q1-2900-gdf79404cd8, Yosys 0.63+post, stock flow scripts
make -C /OpenROAD-flow-scripts/flow DESIGN_CONFIG=/design/flow/config.mk WORK_HOME=/design/flow/orfs finish
```
==> impl_metrics.ini <==
; implementation run metrics
[outcome]
status = complete, no violations

[timing]
slew_headroom_pct = 82.7
drv_slew = 0
hold_fails_final_rpt = 0
finalSetupViolations = 0
layout_worst_path_cycle_share_pct = 97.3
fmaxAchievable_ghz = 0.202
max_slew.worst_pin.slew_ns = 0.259
period_needed_ns = 4.96
rsz0062_at_grt = false
tns_ns = 0

[floorplanning]
die_h_um = 80
floorplan.initialDensity_pct = 14.5
chipArea_um2 = 6400
std_cell_rows = 21
die_x_um = 80
top_level_ports = 34
core_um2 = 3420

[drt]
routed_length_on_met1_um = 441
route.detailed.drc = 0
drt_wl_total_um = 1170
wire_per_inst_um = 9.65
ant_nets = 0
route.antenna.diode_count = 0
firstDrtPassIters = 1
via_count = 391
wl_met3_um = 140
routed_via_density = 3.23
dr.max_layer_used = met3
initial_drc_count = 0
detailroute.wirelength.met2_um = 586

[place]
io_buffer_count = 34
dpl.hpwl_um = 1040
gp_routability_congestion = 0.645

[run]
warnings = 32
maximum_capacitance_violations = 0

[critical_path]
crit_path_max_fanout = 4
worstPathRequired_ns = 4.08
criticalPathCategory = in2out
crit_path_capture_type = output port
arrival_ns = 3.94
setup.worst_path.start_class = primary input

[synth]
syn_area_um2 = 495
postSynthCellCount = 51
top_area_cell = sky130_fd_sc_hd__ha_1
top_cells_by_instance_count_after_synthesis = sky130_fd_sc_hd__buf_4 (16), sky130_fd_sc_hd__ha_1 (16), sky130_fd_sc_hd__xor2_1 (15)
synth_area_per_cell_um2 = 9.72
yosys_warnings = 2
ys_cells = 51
synth.yosys.chip_area_um2 = 495
fraction_of_the_yosys_area_taken_by_sequential_cells_pct = 0
yosysTopAreaCellShare_pct = 40.4
post_synth_main_area_contributors = sky130_fd_sc_hd__ha_1 (40%), sky130_fd_sc_hd__xor2_1 (27%), sky130_fd_sc_hd__buf_4 (24%)
netlist-cell-type-count = 7

[global_routing]
grt_max_degree = 8
global_route_wire_length_before_repair_um = 1910
grt.overflow.total = 0
globalRouteTotalUtil_pct = 3.47
grt_pass1_vias = 445
grt_antenna_before_repair = 0

[cells_and_area]
nClkBuffers = 0
seqCellArea_um2 = 0
layout_cells_sized_above_1_pct = 38.7
n_sequential_cell = 0
area.growth.synth_to_final_pct = 100

[power_and_ir_drop]
cellLeakagePower_nw = 0.382
finalPower_mw = 0.0756
worst_ir_drop_vdd_v = 0.0000321
power_density_nw_per_um2 = 76.3

[min_path]
path_class_of_the_lowest_slack_min_delay_path = in2out
## critical path, stage by stage
cell,delay (ns)
sky130_fd_sc_hd__buf_2,0.14
sky130_fd_sc_hd__ha_2,0.19
sky130_fd_sc_hd__ha_4,0.16
sky130_fd_sc_hd__ha_4,0.15
sky130_fd_sc_hd__ha_4,0.15
sky130_fd_sc_hd__ha_4,0.15
sky130_fd_sc_hd__ha_4,0.15
sky130_fd_sc_hd__ha_4,0.15
sky130_fd_sc_hd__ha_4,0.15
sky130_fd_sc_hd__ha_4,0.15
sky130_fd_sc_hd__ha_4,0.15
sky130_fd_sc_hd__ha_4,0.15
sky130_fd_sc_hd__ha_4,0.15
sky130_fd_sc_hd__ha_4,0.16
sky130_fd_sc_hd__ha_4,0.16
sky130_fd_sc_hd__ha_4,0.15
sky130_fd_sc_hd__ha_4,0.25
sky130_fd_sc_hd__dlygate4sd2_1,0.19
## final timing paths
check	startpoint	end	slack [ns]	cells past startpoint
worst max-delay path	X	S[15]	0.14	18
worst min-delay path	B[0]	S[0]	2.78	5
## cell type report
type	instances	area [um^2]
repair buffers	42	384
multi-input cells	32	546
fillers	374	2420
well taps	46	57.6
inverters	1	3.75
## report_power, final
| part | internal [mW] | total [mW] | switching [mW] |
|---|---|---|---|
| clock network | 0 | 0 | 0 |
| logic | 0.0514 | 0.0756 | 0.0242 |
| registers | 0 | 0 | 0 |
| total | 0.0514 | 0.0756 | 0.0242 |
## cell usage in the layout, fill, tap and decap left out
cell type,count
sky130_fd_sc_hd__clkdlybuf4s50_1,27
sky130_fd_sc_hd__ha_4,15
sky130_fd_sc_hd__xor2_1,13
sky130_fd_sc_hd__buf_4,7
sky130_fd_sc_hd__dlygate4sd2_1,4
sky130_fd_sc_hd__xor2_2,2
sky130_fd_sc_hd__clkbuf_2,2
sky130_fd_sc_hd__xnor2_1,1
sky130_fd_sc_hd__inv_1,1
sky130_fd_sc_hd__ha_2,1
sky130_fd_sc_hd__buf_2,1
sky130_fd_sc_hd__buf_6,1
## stage by stage
step	setup WS (ns)	utilization [%]	hold WS, ns	area, um^2	cells
floorplan	0.00505	-	2.24	520	51
global placement	-0.760	22.9	3.14	782	115
detailed placement	-0.800	22.9	3.12	782	115
CTS	0.000587	29.2	2.83	998	121
global route	0.0562	29.0	2.85	991	121
finish	0.140	29.0	2.78	991	121
## kinds of logic (layout without fill, tap and decap cells)
logic type	count (synthesis)	in the layout	synth area share, %
xor gates and xnor gates	16	16	28.3
adders and majority gates	16	16	40.4
buffers and inverters	19	43	31.3
## metal layers
layer	global-route usage (%)	vias up
met2	6.18	18
li1	-	196
met5	0	-
met4	0	0
met3	1.25	0
met1	4.10	177
## timing repair
item | in CTS | in global routing
hold endpoints to repair | 0 | 0
hold buffers | 0 | 0
gates cloned | 0 | 0
setup endpoints to repair | 6 | 2
resized | 33 | 4
buffers inserted | 6 | 0
pin swaps | 2 | 3
