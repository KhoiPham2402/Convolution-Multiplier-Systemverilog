**flow/config.mk**
```make
export PLATFORM = sky130hd
export DESIGN_NAME = thirty_two_bit_adder
export DESIGN_NICKNAME = thirty_two_bit_adder
export VERILOG_FILES = /design/flow/design.v
export SDC_FILE = /design/flow/constraint.sdc
export NUM_CORES = 4
export LEC_CHECK = 1
export CORE_UTILIZATION = 30
```
**flow/constraint.sdc**
```tcl
current_design thirty_two_bit_adder

set clk_period 12.1
set clk_io_pct 0.2

create_clock -name clk0 -period $clk_period

set non_clock_inputs [all_inputs -no_clocks]
set_input_delay [expr $clk_period * $clk_io_pct] -clock clk0 $non_clock_inputs
set_output_delay [expr $clk_period * $clk_io_pct] -clock clk0 [all_outputs]
```
**flow/design.v**
```verilog
module full_adder(
input logic A,B,Cin,
output logic S, Cout
);
assign S = A ^ B ^ Cin;
assign Cout = (A&B) | (A&Cin) | (B & Cin);
endmodule 
module thirty_two_bit_adder (
    input [31:0] A, B,       
    input logic Cin,          
    output logic Cout,        
    output [31:0] S          
);
logic [30:0] C;  
full_adder FA0  (.A(A[0]),  .B(B[0]),  .Cin(Cin),   .Cout(C[0]),  .S(S[0]));
full_adder FA1  (.A(A[1]),  .B(B[1]),  .Cin(C[0]),   .Cout(C[1]),  .S(S[1]));
full_adder FA2  (.A(A[2]),  .B(B[2]),  .Cin(C[1]),   .Cout(C[2]),  .S(S[2]));
full_adder FA3  (.A(A[3]),  .B(B[3]),  .Cin(C[2]),   .Cout(C[3]),  .S(S[3]));
full_adder FA4  (.A(A[4]),  .B(B[4]),  .Cin(C[3]),   .Cout(C[4]),  .S(S[4]));
full_adder FA5  (.A(A[5]),  .B(B[5]),  .Cin(C[4]),   .Cout(C[5]),  .S(S[5]));
full_adder FA6  (.A(A[6]),  .B(B[6]),  .Cin(C[5]),   .Cout(C[6]),  .S(S[6]));
full_adder FA7  (.A(A[7]),  .B(B[7]),  .Cin(C[6]),   .Cout(C[7]),  .S(S[7]));
full_adder FA8  (.A(A[8]),  .B(B[8]),  .Cin(C[7]),   .Cout(C[8]),  .S(S[8]));
full_adder FA9  (.A(A[9]),  .B(B[9]),  .Cin(C[8]),   .Cout(C[9]),  .S(S[9]));
full_adder FA10 (.A(A[10]), .B(B[10]), .Cin(C[9]),   .Cout(C[10]), .S(S[10]));
full_adder FA11 (.A(A[11]), .B(B[11]), .Cin(C[10]),  .Cout(C[11]), .S(S[11]));
full_adder FA12 (.A(A[12]), .B(B[12]), .Cin(C[11]),  .Cout(C[12]), .S(S[12]));
full_adder FA13 (.A(A[13]), .B(B[13]), .Cin(C[12]),  .Cout(C[13]), .S(S[13]));
full_adder FA14 (.A(A[14]), .B(B[14]), .Cin(C[13]),  .Cout(C[14]), .S(S[14]));
full_adder FA15 (.A(A[15]), .B(B[15]), .Cin(C[14]),  .Cout(C[15]), .S(S[15]));
full_adder FA16 (.A(A[16]), .B(B[16]), .Cin(C[15]),  .Cout(C[16]), .S(S[16]));
full_adder FA17 (.A(A[17]), .B(B[17]), .Cin(C[16]),  .Cout(C[17]), .S(S[17]));
full_adder FA18 (.A(A[18]), .B(B[18]), .Cin(C[17]),  .Cout(C[18]), .S(S[18]));
full_adder FA19 (.A(A[19]), .B(B[19]), .Cin(C[18]),  .Cout(C[19]), .S(S[19]));
full_adder FA20 (.A(A[20]), .B(B[20]), .Cin(C[19]),  .Cout(C[20]), .S(S[20]));
full_adder FA21 (.A(A[21]), .B(B[21]), .Cin(C[20]),  .Cout(C[21]), .S(S[21]));
full_adder FA22 (.A(A[22]), .B(B[22]), .Cin(C[21]),  .Cout(C[22]), .S(S[22]));
full_adder FA23 (.A(A[23]), .B(B[23]), .Cin(C[22]),  .Cout(C[23]), .S(S[23]));
full_adder FA24 (.A(A[24]), .B(B[24]), .Cin(C[23]),  .Cout(C[24]), .S(S[24]));
full_adder FA25 (.A(A[25]), .B(B[25]), .Cin(C[24]),  .Cout(C[25]), .S(S[25]));
full_adder FA26 (.A(A[26]), .B(B[26]), .Cin(C[25]),  .Cout(C[26]), .S(S[26]));
full_adder FA27 (.A(A[27]), .B(B[27]), .Cin(C[26]),  .Cout(C[27]), .S(S[27]));
full_adder FA28 (.A(A[28]), .B(B[28]), .Cin(C[27]),  .Cout(C[28]), .S(S[28]));
full_adder FA29 (.A(A[29]), .B(B[29]), .Cin(C[28]),  .Cout(C[29]), .S(S[29]));
full_adder FA30 (.A(A[30]), .B(B[30]), .Cin(C[29]),  .Cout(C[30]), .S(S[30]));
full_adder FA31 (.A(A[31]), .B(B[31]), .Cin(C[30]),  .Cout(Cout), .S(S[31]));
endmodule
```
**flow/run.sh**
```bash
#!/bin/bash
# OpenROAD 26Q1-2900-gdf79404cd8, Yosys 0.63+post, stock flow scripts
make -C /OpenROAD-flow-scripts/flow DESIGN_CONFIG=/design/flow/config.mk WORK_HOME=/design/flow/orfs finish
```
==> flow_summary.yaml <==
# flow metrics
run_status:
  status: "finished, violations left"
  failed_checks: "negative setup slack"
synthesis:
  ys_cells: 74
  ys_types: 3
  top_cells_by_count: "buf_4, fa_1, inv_1"
  topCellsByArea: "fa_1, buf_4, inv_1"
  synth_seq_share_pct: 0
  syn_inst: 74
  yosysTopAreaCell: "fa_1"
  yosysChipArea_um2: 918
  yosysTopAreaCellShare_pct: 69.8
  syn_area_um2: 918
  ys_warn_count: 0
  synth_area_per_cell_um2: 12.4
final_layout:
  drive_above_1_share_pct: 37.1
  final_area_mm2: 0.00173
  num-clock-buffers: 0
  seq_cells: 0
  fin_cells: 171
  logic_area_um2: 718
  flop_area_um2: 0
  fillCellCount: 261
  syn2layout_area_growth_pct: 87.9
routing:
  route.detailed.drc: 0
  diodes: 0
  viasPerCell: 4.13
  vias: 707
  routedWlPerCell_um: 11.7
  firstDrtPassIters: 50
  antenna_left: 0
  drt_wl_total_mm: 2.00
  first_iter_violations: 34
floorplan:
  die_h_um: 57.3
  fp-utilization_pct: 32.5
  dieArea_mm2: 0.00329
  core.rowCount: 19
  die_w_um: 57.3
  core_area_mm2: 0.00283
  ios: 98
global_routing:
  antenna_found_initial: 0
  first_global_vias: 785
  grt_max_degree: 2
  gr-total-overflow: 0
  grt_pass1_wl_mm: 3.46
  grt_usage_pct: 14.2
sta:
  max_clock_freq_mhz: 61.6
  fin_ws_ns: -4.14
  rsz0062_at_grt: "true"
  whs_ns: 5.58
  hold_viol_final: 0
  slew_headroom_pct: 92.6
  worstMarginPinSlew_ns: 0.110
  period_used_pct: 134
  slew_violations: 0
  period_needed_ns: 16.24
  report.final.setup_viol: 13
power_and_ir_drop:
  power.share.sequential_pct: 0
  vdd_drop_max_v: 0.0000209
  p_total_w: 0.0000785
  p_per_area_mw_per_mm2: 45.5
  swShare_pct: 27.1
  intPower_w: 0.0000572
  p_comb_share_pct: 100.0
  netSwitchingPower_w: 0.0000213
  p_leak_nw: 0.653
  p_clk_share_pct: 0
placed_design:
  place_area_mm2: 0.00179
  io_buffers: 98
  dp.cells: 171
  dp_hpwl_mm: 2.02
  gp_congestion: 0.744
job:
  maxCapViolCount: 0
  warnings: 36
setup_path:
  crit_fanout: 1
  critPathLaunchType: "input pin"
  path_common_cell: "fa_2"
  crit_path_end_kind: "output pin"
  crit_slowest_cell: "clkdlybuf4s50_1"
  worstPathArrival_ns: 13.82
  cp_data_required_time_ns: 9.68
  slowest_delay_ns: 0.39
  crit_type: "in2out"
worst_hold_path:
  hold_path_class: "in2out"
  holdPathStages: 5
  hp-start: "B[31]"
  holdPathEnd: "S[31]"
clock_tree:
  cts_setup_buffers: 0
==> power by group through the flow <==
stage	clock, W	sequential, W	combinational [W]
CTS	0	0	0.0000808
global route	0	0	0.0000911
finish	0	0	0.0000785
==> metal layers <==
metal,wire (um),track usage [%],vias to the layer above
li1,-,-,312
met1,555,22.8,324
met2,845,20.7,71
met3,600,5.98,0
met4,0,0,0
met5,0,0,-
==> stage by stage <==
step | TNS (ns) | setup WS, ns | utilization, %
after global routing | -34.41 | -4.46 | 61.0
after detailed placement | -43.46 | -4.96 | 63.4
after floorplan | -26.37 | -3.76 | -
after CTS | -30.97 | -4.17 | 61.0
final | -30.71 | -4.14 | 61.0
after global placement | -43.09 | -4.95 | 63.4
==> kinds of logic (layout without fill, tap and decap cells) <==
| family | Yosys count | count (layout) | synth area share, % |
|---|---|---|---|
| adders and majority gates | 32 | 32 | 69.8 |
| buffers and inverters | 42 | 108 | 30.2 |
==> final cells by class <==
| type | instances | area share [%] |
|---|---|---|
| inverter | 10 | 3.19 |
| multi-input combinational | 32 | 41.6 |
| tap | 31 | 2.25 |
| timing repair buffer | 98 | 52.9 |
==> critical path, delay by kind of cell <==
family,cells,cell delay [ns]
buffers and inverters,6,0.68
adders and majority gates,32,10.68
==> worst max path at each step <==
| stage | depth (start not counted) | slack [ns] | start | end |
|---|---|---|---|---|
| after global routing | 38 | -4.46 | A[0] | Cout |
| final | 38 | -4.14 | A[0] | Cout |
| after CTS | 38 | -4.17 | A[0] | Cout |
==> cell usage in the layout (no fill, tap or decap), drive strengths merged <==
cell type	n
clkdlybuf4s50	79
buf	16
dlygate4sd2	3
fa	32
inv	10
==> timing repair <==
action,in CTS,in global routing
endpoints found under the setup margin,16,14
gates resized,60,0
hold buffers,0,0
Power and IR drop assume default switching activity.
