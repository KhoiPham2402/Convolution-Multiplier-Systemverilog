===== ./design.v =====
module D_flip_flop (
input logic D, clk,rst,
output logic Q
);
always_ff @(posedge clk or posedge rst) begin 
	if (rst) begin 
		Q <= 0;
	end else begin
		Q <= D;
	end
end
endmodule 
module register_32_bit (
    input [31:0] D,      
    input clk,            
    input rst,          
    output [31:0] Q       
);
    D_flip_flop DFF0 (.D(D[0]),   .clk(clk), .rst(rst), .Q(Q[0]));
    D_flip_flop DFF1 (.D(D[1]),   .clk(clk), .rst(rst), .Q(Q[1]));
    D_flip_flop DFF2 (.D(D[2]),   .clk(clk), .rst(rst), .Q(Q[2]));
    D_flip_flop DFF3 (.D(D[3]),   .clk(clk), .rst(rst), .Q(Q[3]));
    D_flip_flop DFF4 (.D(D[4]),   .clk(clk), .rst(rst), .Q(Q[4]));
    D_flip_flop DFF5 (.D(D[5]),   .clk(clk), .rst(rst), .Q(Q[5]));
    D_flip_flop DFF6 (.D(D[6]),   .clk(clk), .rst(rst), .Q(Q[6]));
    D_flip_flop DFF7 (.D(D[7]),   .clk(clk), .rst(rst), .Q(Q[7]));
    D_flip_flop DFF8 (.D(D[8]),   .clk(clk), .rst(rst), .Q(Q[8]));
    D_flip_flop DFF9 (.D(D[9]),   .clk(clk), .rst(rst), .Q(Q[9]));
    D_flip_flop DFF10 (.D(D[10]), .clk(clk), .rst(rst), .Q(Q[10]));
    D_flip_flop DFF11 (.D(D[11]), .clk(clk), .rst(rst), .Q(Q[11]));
    D_flip_flop DFF12 (.D(D[12]), .clk(clk), .rst(rst), .Q(Q[12]));
    D_flip_flop DFF13 (.D(D[13]), .clk(clk), .rst(rst), .Q(Q[13]));
    D_flip_flop DFF14 (.D(D[14]), .clk(clk), .rst(rst), .Q(Q[14]));
    D_flip_flop DFF15 (.D(D[15]), .clk(clk), .rst(rst), .Q(Q[15]));
    D_flip_flop DFF16 (.D(D[16]), .clk(clk), .rst(rst), .Q(Q[16]));
    D_flip_flop DFF17 (.D(D[17]), .clk(clk), .rst(rst), .Q(Q[17]));
    D_flip_flop DFF18 (.D(D[18]), .clk(clk), .rst(rst), .Q(Q[18]));
    D_flip_flop DFF19 (.D(D[19]), .clk(clk), .rst(rst), .Q(Q[19]));
    D_flip_flop DFF20 (.D(D[20]), .clk(clk), .rst(rst), .Q(Q[20]));
    D_flip_flop DFF21 (.D(D[21]), .clk(clk), .rst(rst), .Q(Q[21]));
    D_flip_flop DFF22 (.D(D[22]), .clk(clk), .rst(rst), .Q(Q[22]));
    D_flip_flop DFF23 (.D(D[23]), .clk(clk), .rst(rst), .Q(Q[23]));
    D_flip_flop DFF24 (.D(D[24]), .clk(clk), .rst(rst), .Q(Q[24]));
    D_flip_flop DFF25 (.D(D[25]), .clk(clk), .rst(rst), .Q(Q[25]));
    D_flip_flop DFF26 (.D(D[26]), .clk(clk), .rst(rst), .Q(Q[26]));
    D_flip_flop DFF27 (.D(D[27]), .clk(clk), .rst(rst), .Q(Q[27]));
    D_flip_flop DFF28 (.D(D[28]), .clk(clk), .rst(rst), .Q(Q[28]));
    D_flip_flop DFF29 (.D(D[29]), .clk(clk), .rst(rst), .Q(Q[29]));
    D_flip_flop DFF30 (.D(D[30]), .clk(clk), .rst(rst), .Q(Q[30]));
    D_flip_flop DFF31 (.D(D[31]), .clk(clk), .rst(rst), .Q(Q[31]));
endmodule

===== ./config.mk =====
export PLATFORM = sky130hd
export DESIGN_NAME = register_32_bit
export DESIGN_NICKNAME = register_32_bit
export VERILOG_FILES = /design/flow/design.v
export SDC_FILE = /design/flow/constraint.sdc
export NUM_CORES = 4
export LEC_CHECK = 1
export CORE_AREA = 10 10 94 94
export DIE_AREA = 0 0 104 104

===== ./run.sh =====
#!/bin/bash
# OpenROAD 26Q1-2900-gdf79404cd8, Yosys 0.63+post, stock flow scripts
make -C /OpenROAD-flow-scripts/flow DESIGN_CONFIG=/design/flow/config.mk WORK_HOME=/design/flow/orfs finish

===== ./constraint.sdc =====
current_design register_32_bit

set clk_period 1.0
set clk_io_pct 0.2

create_clock -name clk0 -period $clk_period [get_ports {clk}]

set non_clock_inputs [all_inputs -no_clocks]
set_input_delay [expr $clk_period * $clk_io_pct] -clock clk0 $non_clock_inputs
set_output_delay [expr $clk_period * $clk_io_pct] -clock clk0 [all_outputs]

==> flow_summary.toml <==
# implementation run metrics
[status]
status = "finished clean"

[setup_path]
slowest_delay_ps = 360
worstPathCellList = "buf_2"
end_kind = "output port"
crit_required_ps = 800
critPathTopFamily = "flip-flops"
path_buffers = 1
cp.arrival_ps = 760
worstSetupPathType = "reg -> out"
start_kind = "flip-flop"
cpMaxStageDelayCell = "dfrtp_1"
path_max_fanout = 1

[pwr]
cellPowerDensity_nw_per_um2 = 1810
p_leak_nw = 0.698
irDropWorstVdd_mv = 0.609

[cts]
cts_resized = 101
hold_buffers = 0
clockRootBuffer = "clkbuf_8"
numCtsBuffers = 5
cts_sinks = 32
clockBufferDepth = 2
htreeDepth = 2
post-cts-setup-buffers = 0
cts.reportedPaths.clkPinSlew_ps = 70
cts_tree = "done"

[timing]
setup_ws_ps = 37.0
fin_crit_sh_pct = 96.3
rsz0062_at_grt = "false"
period_needed_ps = 963
setup_viol = 0
hold_violations = 0
max_slew_margin_pct = 87.9
drv_slew = 0
max_freq_mhz = 1040
worst_slew_pin_slew_ps = 181
hold_ws_ps = 270

[placed_design]
place_congestion = 0.627
dp_cells = 195
port_buffers = 65
pre_cts_ws_ps = -25.8
place_area_um2 = 1600
dp_hpwl_mm = 2.08

[global_route]
grt_pass1_wl_mm = 4.06
first_global_vias = 624
grt_usage_pct = 4.78
antenna_found_initial = 0
overflow = 0
grt_max_degree = 33

[final_layout]
nFillCells = 735
logic_area_um2 = 0
area_growth_pct = 47.7
fin_util_pct = 22.6
finalNonFillerCells = 203
logic_gates = 0
drive_above_1_share_pct = 37.4
postLayoutCellArea_um2 = 1540

[drt]
antenna_left = 0
drtIter0Drc = 8
drc = 0
wl_per_cell_um = 13.0
dr_total_vias = 535
dr.pass1.iters = 2
drt_wl_total_mm = 2.65
antennaDiodeCount = 0
via_per_inst = 2.64

[synth]
synth_chip_area_um2 = 1040
ff_type = "dfrtp_1"
yosys_warnings = 1
yosysTopAreaCellShare_pct = 76.6
ys_top_cells_by_count = "buf_4, dfrtp_1, inv_1"
syn_area_um2 = 1040
syn_inst = 65
async_flop_share_pct = 100
yosysTopAreaCell = "dfrtp_1"
edf_count = 0
area_leaders = "dfrtp_1, buf_4, inv_1"
ys_types = 3
syn_area_per_cell_um2 = 16.1
yosysCellCount = 65
ys_ff = 32
ys_seq_share_pct = 76.6

[floorplan]
dieHeight_um = 104
rows = 30
initial_core_util_pct = 15.3
dieArea_um2 = 10800
die_w_um = 104
io_pins = 66
core-area_um2 = 6830

[worst_hold_path]
hp-class = "in -> async"

[run]
log.warning_count = 25
maxCapViolations = 0
==> kinds of logic (layout without fill, tap and decap cells) <==
| kind of cell | Yosys count | after routing | share of synthesized area, % |
|---|---|---|---|
| buf+inv | 33 | 75 | 23.4 |
| flops | 32 | 32 | 76.6 |
==> power breakdown <==
part | internal, W | switching (W)
sequential | 0.00136 | 0.0000128
combinational | 0.000161 | 0.0000586
clock | 0.000739 | 0.000470
==> area by class of cell <==
type                    count  area (um2)  share of cell area [%]
clock buffers               6        72.6                    4.70
clock inverters             2        35.0                    2.27
inverters                   1        3.75                   0.243
well taps                  96         120                    7.79
repair buffers             66         510                    33.1
flip-flops and latches     32         801                    51.9
==> final timing paths <==
kind | startpoint | end | cells past startpoint
max in group asynchronous | rst | DFF4.Q | 3
hold / removal | rst | DFF15.Q | 3
setup / recovery | DFF27.Q | Q[27] | 1
min in group clk0 | D[28] | DFF28.Q | 1
==> per-layer routing <==
metal  wire length, um  global-route usage, %  part of all wire [%]  up-vias
met3               207                   1.88                   7.8        4
met4                60                   1.09                   2.3        0
met5                 0                      0                     0        -
li1                  -                      -                     -      243
met1              1020                   5.75                    38      255
met2              1360                   7.88                    51       33
==> layout by cell type (no fill, tap or decap) <==
cell type        count
clkbuf_8             5
bufinv_16            1
inv_1                1
clkbuf_1             1
dfrtp_1             32
buf_2               32
buf_12               1
clkdlybuf4s50_1     33
clkinv_2             1
==> through the flow <==
step | setup TNS (ps) | power (W)
after floorplan | 0 | 0.00149
after global placement | -53.4 | 0.00169
after detailed placement | -45.3 | 0.00169
after CTS | 0 | 0.00288
after global routing | 0 | 0.00294
final | 0 | 0.00280
Power and IR drop assume default switching activity.
